===== flow/design.v =====
module spi_interface(
    input clk,
    input rst_n,
    input send_en,
    output reg spi_clk,
    output reg spi_cs_n,
    output reg mosi,
    input      miso
);
localparam READ_EN   = 8'b10101001;
localparam READ_ADDR = 8'b10000001;
localparam  IDLE    = 5'b00001,
            START   = 5'b00010,
            WIRTE   = 5'b00100,
            READ    = 5'b01000,
            FINISH  = 5'b10000; 
reg  [5:0]  stage;
reg  [4:0]  cnt_clk;
reg  [2:0]  cnt_byte;
reg [1:0]   spi_clk_cnt;
reg  [2:0]  spi_bit;
always @(posedge clk or negedge rst_n) begin
    if(!rst_n)                  cnt_clk <= 'b0;
    else if(cnt_clk==5'd31 || spi_cs_n==1'b1)     
                                cnt_clk <= 'b0;
    else                        cnt_clk <= cnt_clk+1'b1;   
end
always @(posedge clk or negedge rst_n) begin
    if(!rst_n)                  cnt_byte <= 'b0;
    else if(cnt_clk==5'd31)     cnt_byte <= cnt_byte + 1'b1;
    else if((cnt_clk==5'd31 && cnt_byte==3'd3)|| spi_cs_n==1'b1)
                                cnt_byte <= 'b0;
    else                        cnt_byte <= cnt_byte;      
end
always @(posedge clk or negedge rst_n) begin
    if(!rst_n)              stage <= IDLE;
    else begin
            case(stage)
            IDLE :  if(send_en)  stage <= START;
                    else         stage <= IDLE;
            START : if(cnt_byte==3'd1)  
                                 stage <= WIRTE;
                    else         stage <= START;
            WIRTE:  if(cnt_byte==3'd3)
                                 stage <= READ;
                    else         stage <= WIRTE;
            READ:   if(cnt_byte==3'd4)
                                 stage <= FINISH;
                    else         stage <= READ;
            FINISH: if(spi_cs_n == 1'b1)
                                 stage <= IDLE;
                    else         stage <= FINISH;
            default : stage <= IDLE; 
            endcase
    end
end
always @(posedge clk or negedge rst_n) begin
    if(!rst_n)                  spi_cs_n <= 1'b1;
    else if (send_en)           spi_cs_n <= 1'b0;
    else if (stage == FINISH)    
                                spi_cs_n <= 1'b1;
    else                        spi_cs_n <= spi_cs_n;                            
end
always @(posedge clk or negedge rst_n) begin
    if(!rst_n)                  spi_clk_cnt <= 'b0;
    else if((stage == WIRTE)||(stage == READ))     
                                spi_clk_cnt <= spi_clk_cnt + 1'b1;
    else                        spi_clk_cnt <= 'b0;  
end
always @(posedge clk or negedge rst_n) begin
    if(!rst_n)                  spi_clk <= 'b0;
    else if (spi_clk_cnt==2'd2) spi_clk <= 1'b1;
    else if (spi_clk_cnt==2'd0) spi_clk <= 1'b0;
    else                        spi_clk <= spi_clk;
end
always @(posedge clk or negedge rst_n) begin
    if(!rst_n)                  spi_bit <= 'b0;
    else if((stage == WIRTE)||(stage == READ))
        if(spi_clk_cnt==2'd3)   spi_bit <= spi_bit + 1'b1;
        else                    spi_bit <= spi_bit;
    else                        spi_bit <= 'b0;  
end
always @(posedge clk or negedge rst_n) begin
    if(!rst_n)                  mosi <= 'b0;
    else if((stage == WIRTE)&&(cnt_byte==3'd1))     mosi <= READ_EN[7 - spi_bit];    
    else if((stage == WIRTE)&&(cnt_byte==3'd2))     mosi <= READ_ADDR[7 - spi_bit];
    else                                            mosi <= 'b0;
end
reg [7:0]   data_in;
always @(posedge spi_clk or negedge rst_n) begin
    if(!rst_n)                  data_in <= 'd0;
    else if(stage == READ)      data_in <= {data_in[6:0],miso};
    else                        data_in <= data_in;
end
endmodule

===== flow/run.sh =====
#!/bin/bash
# OpenROAD 26Q1-2900-gdf79404cd8, Yosys 0.63+post, stock flow scripts
make -C /OpenROAD-flow-scripts/flow DESIGN_CONFIG=/design/flow/config.mk WORK_HOME=/design/flow/orfs finish

===== flow/config.mk =====
export PLATFORM = sky130hd
export DESIGN_NAME = spi_interface
export DESIGN_NICKNAME = spi_interface
export VERILOG_FILES = /design/flow/design.v
export SDC_FILE = /design/flow/constraint.sdc
export NUM_CORES = 4
export LEC_CHECK = 1
export CORE_AREA = 10 10 103 103
export DIE_AREA = 0 0 113 113

===== flow/constraint.sdc =====
current_design spi_interface

set clk_period 1.6
set clk_io_pct 0.2

create_clock -name clk0 -period $clk_period [get_ports {clk}]

set non_clock_inputs [all_inputs -no_clocks]
set_input_delay [expr $clk_period * $clk_io_pct] -clock clk0 $non_clock_inputs
set_output_delay [expr $clk_period * $clk_io_pct] -clock clk0 [all_outputs]

==> flow_summary.json <==
{
  "p_per_area_nw_per_um2": 1410,
  "seqPwrFrac": 0.478,
  "io_pins": 7,
  "post_drt_wl_per_cell_um": 7.64,
  "p_leak_nw": 0.539,
  "fp_util": 0.120,
  "rsz0062_at_grt": "yes",
  "placementRows": 33,
  "maxSlewViolCount": 0,
  "die_y_um": 113,
  "finClkSkew_ns": 0.00680,
  "crit_required_ns": 1.80,
  "ctsLongestPathBuffers": 2,
  "ir_drop_mv": 0.402,
  "cp.arrival_ns": 1.72,
  "tightest_slew_ns": 0.345,
  "cts_made_buffers": 3,
  "path_clk_slew_ns": 0.08,
  "drt_iter0_drc": 19,
  "synth_stat.cells": 89,
  "antenna_cells": 0,
  "drive_gt1_frac": 0.0918,
  "period_minus_slack_ns": 1.52,
  "post-route-period-util": 0.948,
  "cts-root-buf": "clkbuf_8",
  "ff2ff_setup_slack_ns": 0.08,
  "grt.total_usage": 0.0257,
  "postCtsHoldBufs": 0,
  "ys_ff": 21,
  "synth.cell_area_um2": 993,
  "final-setup-viol-count": 0,
  "core_um2": 8300,
  "ys_area_um2": 993,
  "holdCritPathClass": "input pin to async pin",
  "yosys-top-cells-count": "dfrtp_1 (19), ha_1 (13), inv_1 (10), nor2_1 (8), nand2_1 (5)",
  "combPwrFrac": 0.319,
  "io_buffers": 5,
  "cts.sinks": 21,
  "p_int_mw": 1.17,
  "ff_type": "dfrtp_1",
  "vias": 612,
  "yosysTopAreaCell": "dfrtp_1",
  "critPathLaunchType": "register",
  "status": "complete, no violations",
  "fmax_mhz": 660,
  "grt_overflow": 0,
  "cts_tree": "built",
  "clkPwrFrac": 0.202,
  "ys_types": 25,
  "top_area_frac": 0.479,
  "dp_hpwl_um": 1120,
  "grt_pass1_wl_um": 2840,
  "worstSkewPairLatency_ns": 0.26,
  "grt_pass1_vias": 605,
  "worstReg2RegStart": "cnt_clk[0]",
  "ant_nets": 0,
  "yosysMostFrequentCell": "dfrtp_1",
  "tool_warnings": 34,
  "htree_levels": 1,
  "worst-r2r-cell-count": 5,
  "crit_fanout": 9,
  "die_area_um2": 12800,
  "post_cts_buffers": 0,
  "finalHoldViolCount": 0,
  "wl_um": 1550,
  "path_class": "register to register",
  "power_switching_uw": 567,
  "area_delta_synth_final_pct": 23.6,
  "ys_seq_share": 0.531,
  "drc": 0,
  "postSynthAreaPerCell_um2": 11.2,
  "gp_congestion": 0.756,
  "ys_async_sr_fraction": 1.00,
  "max-cap-violations": 0,
  "via_per_inst": 3.01,
  "worstReg2RegEnd": "cnt_clk[4]",
  "swShare": 0.326,
  "syn-instance-count": 89,
  "synth_warnings": 1,
  "fin_util": 0.148,
  "end_kind": "register",
  "edf_count": 0,
  "slew_headroom": 0.769,
  "finalPower_mw": 1.74,
  "top_cells_by_area": "dfrtp_1 (48%), ha_1 (16%), dfstp_2 (5.3%)",
  "grt_antenna_before_repair": 0,
  "die_w_um": 113,
  "grt_max_degree": 22,
  "firstDrtPassIters": 4
}
==> stage by stage <==
step / hold WS [ns] / setup TNS [ns] / cell area, µm² / instances / worst slack, ns
floorplan: 0.0244 / 0 / 993 / 89 / 0.188
global placement: 0.450 / 0 / 1180 / 199 / 0.107
detailed placement: 0.458 / 0 / 1180 / 199 / 0.104
CTS: 0.407 / 0 / 1230 / 203 / 0.0850
global route: 0.414 / -0.0647 / 1230 / 203 / -0.0225
finish: 0.400 / 0 / 1230 / 203 / 0.0839
==> power groups by stage <==
stage / clock network [mW] / registers, mW / logic (mW)
6_report: 0.351 / 0.831 / 0.555
5_1_grt: 0.386 / 0.860 / 0.661
4_1_cts: 0.365 / 0.831 / 0.568
==> flip-flops by register name (all words and copies together) (netlist names) <==
signal       flops
cnt_byte         3
cnt_clk          5
mosi             1
spi_bit          3
spi_clk          1
spi_clk_cnt      2
spi_cs_n         1
stage            5
==> worst max-delay path, stage by stage (launching register included) <==
cell and delay [ns]:
dfrtp_1 0.40, ha_1 0.22, and3_1 0.18, ha_1 0.28, nor2_1 0.22, and2_1 0.15
==> cell families after synthesis <==
logic type,count (synthesis),synth area share
AND/OR/NAND/NOR,24,0.111
flip-flops,21,0.531
AND-OR/OR-AND,13,0.0970
buffers and inverters,13,0.0516
adder cells (fa/ha/maj),13,0.164
XOR/XNOR,4,0.0353
multiplexers,1,0.0101
==> cell usage in the layout (no fill, tap or decap), types with 2 or more instances in the layout <==
cell and instances:
dfrtp_1 19, ha_1 13, inv_1 10, nor2_1 8
nand2_1 5, nor3_1 4, clkdlybuf4s50_1 4, o21ai_0 3
a22o_1 3, clkbuf_8 3, nand3_1 2, xor2_1 2
and2_1 2, xnor2_1 2, a21o_1 2, buf_4 2
dfstp_2 2
==> timing repair <==
item | CTS | global route
gates resized | 1 | 0
hold endpoints to repair | 0 | 0
pin swaps | 0 | 0
endpoints found under the setup margin | 1 | 4
==> worst max path at each step <==
stage	startpoint	endpoint	slack [ns]	cells past startpoint
6_report	cnt_clk[0]	cnt_clk[4]	0.08	5
4_1_cts	cnt_clk[0]	cnt_clk[4]	0.09	5
5_1_grt	cnt_clk[0]	cnt_byte[0]	-0.02	5
==> per-layer routing <==
| layer | GRT usage | part of all wire |
|---|---|---|
| met5 | 0 | 0 |
| met4 | 0.00338 | 0.015 |
| met3 | 0.0134 | 0.061 |
| met2 | 0.0353 | 0.40 |
| met1 | 0.0357 | 0.52 |
==> final cells by class <==
cell class | count | area (µm²)
Clock inverter | 1 | 7.51
Sequential cell | 21 | 528
Fill cell | 912 | 7070
Clock buffer | 3 | 41.3
Multi-Input combinational cell | 55 | 414
Timing Repair Buffer | 7 | 63.8
Inverter | 11 | 41.3
Tap cell | 105 | 131
Power figures rest on the tool's default switching activity, not on a simulated workload.
